[./config.mk]
export PLATFORM = sky130hd
export DESIGN_NAME = sync_fifo
export DESIGN_NICKNAME = sync_fifo
export VERILOG_FILES = /design/flow/design.v
export SDC_FILE = /design/flow/constraint.sdc
export NUM_CORES = 4
export LEC_CHECK = 1
export CORE_UTILIZATION = 40
[./constraint.sdc]
current_design sync_fifo

set clk_period 2.3
set clk_io_pct 0.2

create_clock -name clk0 -period $clk_period [get_ports {clk}]

set non_clock_inputs [all_inputs -no_clocks]
set_input_delay [expr $clk_period * $clk_io_pct] -clock clk0 $non_clock_inputs
set_output_delay [expr $clk_period * $clk_io_pct] -clock clk0 [all_outputs]
[./design.v]
module sync_fifo #(
    parameter DATA_WIDTH = 8,
    parameter DEPTH = 8,                       
    parameter ADDR_WIDTH = $clog2(DEPTH)       
)(
    input wire clk,
    input wire rst,
    input wire wr_en,
    input wire rd_en,
    input wire [DATA_WIDTH-1:0] din,
    output reg [DATA_WIDTH-1:0] dout,
    output reg full,
    output reg empty
);
    reg [DATA_WIDTH-1:0] mem [0:DEPTH-1];
    reg [ADDR_WIDTH:0] wr_ptr, rd_ptr;  
    wire [ADDR_WIDTH-1:0] wr_addr = wr_ptr[ADDR_WIDTH-1:0];
    wire [ADDR_WIDTH-1:0] rd_addr = rd_ptr[ADDR_WIDTH-1:0];
    always @(posedge clk or posedge rst) begin
        if (rst) begin
            wr_ptr <= 0;
            rd_ptr <= 0;
            full <= 0;
            empty <= 1;
        end else begin
            if (wr_en && !full) begin
                mem[wr_addr] <= din;
                wr_ptr <= wr_ptr + 1;
            end
            if (rd_en && !empty) begin
                dout <= mem[rd_addr];
                rd_ptr <= rd_ptr + 1;
            end
            full <= ((wr_ptr[ADDR_WIDTH] != rd_ptr[ADDR_WIDTH]) &&
                     (wr_addr == rd_addr));
            empty <= (wr_ptr == rd_ptr);
        end
    end
endmodule
[./run.sh]
#!/bin/bash
# OpenROAD 26Q1-2900-gdf79404cd8, Yosys 0.63+post, stock flow scripts
make -C /OpenROAD-flow-scripts/flow DESIGN_CONFIG=/design/flow/config.mk WORK_HOME=/design/flow/orfs finish
==> flow_summary_export.csv <==
group,metric,value,unit
run_status,status,"finished, final reports clean",
logic_synthesis,yosysSeqAreaShare,0.741,
clocking,cts_buffers,9,
pwr,power.combinational.fraction,0.311,
clocking,cts.sinks,82,
floorplan,core,7810,sq um
logic_synthesis,synthCells,190,
sta,hold_viol_final,0,
detailed_routing,viasPerCell,5.30,
logic_synthesis,yosys-stat-area,3260,sq um
job,tool_warnings,33,
floorplan,die-area,8500,sq um
detailed_routing,drt_iter0_markers,169,
setup_path,path_buffers,1,
global_routing,top_usage_layer,"met1",
placement,place_inst,310,
clocking,h-tree-depth,3,
global_routing,grt_util_met2,0.251,
global_routing,grt_pass1_vias,1793,
logic_synthesis,post-synth-top-area-fraction,0.664,
clocking,clk_pin_slew,80,ps
clocking,cts_setup_buffers,0,
setup_path,crit_arrival,2220,ps
sta,skew,8.58,ps
detailed_routing,first_pass_iters,4,
logic_synthesis,synth.avg_cell_area,17.1,sq um
clocking,cts_max_path_buffers,2,
global_routing,grt_use_met3,0.0785,
floorplan,ios,22,
setup_path,crit_fanout,6,
logic_synthesis,yosys_warnings,2,
logic_synthesis,yosys.area.top_type,"edfxtp_1",
detailed_routing,vias,1724,
placement,portBuffers,21,
global_routing,grt_max_degree,17,
logic_synthesis,yosysUniqueCellTypes,31,
sta,period_needed,2110,ps
clocking,cts_tree,"done",
job,max-cap-violations,0,
setup_path,required,2410,ps
final_layout,final_cells,325,
sta,tns,0,ps
pwr,powerDensity,1150,nW/um^2
pwr,power_frac_clock,0.222,
logic_synthesis,synth.ff_latch_count,82,
pwr,ir_worst_vdd,492,uV
setup_path,critPathSlowestCell,"dfrtp_1",
detailed_routing,routed_wl,6.62,mm
placement,hpwlAfterDp,4.58,mm
detailed_routing,wl_per_cell,20.4,microns
floorplan,dieHeight,92.2,microns
sta,worstMarginPinSlew,503,ps
detailed_routing,drc,0,
global_routing,gr-total-overflow,0,
pwr,switchingPower,1.30,mW
sta,post-route-period-util,0.919,
final_layout,layout-drive-gt1-share,0.143,
setup_path,cp-end-kind,"flip-flop",
floorplan,fp-row-count,32,
sta,maxSlewHeadroom,0.664,
setup_path,crit_family,"AND-OR/OR-AND gates",
setup_path,start_kind,"flip-flop",
sta,rsz0062_at_grt,"false",
global_routing,grt_usage,0.180,
detailed_routing,diodes,0,
setup_path,max_stage_delay,470,ps
logic_synthesis,topCellsByArea,"edfxtp_1, dfrtp_1, ha_1",
logic_synthesis,netlist_area,3260,sq um
final_layout,areaGrowthSynthToFinish,15.8,%
final_layout,fin_area,3770,sq um
pwr,p_int,3.04,mW
detailed_routing,ant_nets,0,
sta,setup_viol,0,
floorplan,die_x,92.2,microns
pwr,power_frac_seq,0.467,
floorplan,fp_util,0.417,
setup_path,critical_path_class,"flip-flop to flip-flop",
global_routing,grt_pass1_wl,10.2,mm
setup_path,path_cells,"inv_1, ha_1, and2_4, a222oi_1, o21ai_1, mux2_4",
pwr,p_leak,1.32,nW
sta,final_max_slew_viol_count,0,
sta,whs,495,ps
placement,gp_congestion,0.825,
worst_hold_path,hp-class,"flip-flop to flip-flop",
clocking,worstSkewPairLatency,350,ps
placement,postPlaceCellArea,3590,sq um
sta,clock.fmax,473,MHz
logic_synthesis,ys_cells,190,
pwr,swShare,0.299,
global_routing,use_met1,0.285,
clocking,clock-root-buffer,"clkbuf_8",
global_routing,antenna_found_initial,0,
[final timing paths]
path | from | endpoint | slack [ps] | cells after the start
max | rd_ptr[0] | dout[3] | 190 | 6
max in group asynchronous | rst | empty | 1470 | 2
min in group asynchronous | rst | wr_ptr[2] | 510 | 2
max reg2reg | rd_ptr[0] | dout[3] | 190 | 6
min | rd_ptr[3] | rd_ptr[3] | 490 | 1
min reg2reg | rd_ptr[3] | rd_ptr[3] | 490 | 1
[power by group through the flow]
| stage | clock network [mW] | registers (mW) | logic [mW] |
|---|---|---|---|
| final | 0.963 | 2.02 | 1.35 |
| after CTS | 0.982 | 2.02 | 1.36 |
| after global routing | 1.03 | 2.05 | 1.51 |
[synth_stat cells (all sizes together)]
library cell	number
xor2	3
a22oi	2
nor4	2
a21oi	2
inv	7
nor2b	1
nand2b	2
a222oi	7
nor3	1
mux2	10
a221o	1
nand2	5
nor2	6
and3	3
a221oi	13
and2	6
nand3	2
dfrtp	9
xnor2	5
clkbuf	5
buf	4
ha	12
edfxtp	72
dfstp	1
o21ai	9
[registers in the layout (all words and copies together), names as in the netlist]
signal	flops
dout	8
rd_ptr	4
full	1
wr_ptr	4
empty	1
mem	64
[logic make-up after synthesis]
group	count (synthesis)	synth area share
fa+ha+maj	12	0.0461
mux	10	0.0415
xor+xnor	8	0.0215
buf+inv	16	0.0234
simple gates	28	0.0450
compound gates	34	0.0811
flops	82	0.741
[layer usage]
layer / up-vias / wire [microns]
met2: 68 / 2970
li1: 800 / -
met5: - / 0
met1: 845 / 2910
met3: 11 / 615
met4: 0 / 128
[what timing repair did]
| action | CTS | global route |
|---|---|---|
| gates resized | 0 | 2 |
| setup endpoints to repair | 0 | 4 |
| hold buffers | 0 | 0 |
[per-stage QoR]
| step | utilization | power, mW | worst slack (ps) |
|---|---|---|---|
| 2_1_floorplan | - | 2.96 | 340 |
| 3_3_place_gp | 0.460 | 3.40 | 158 |
| 3_5_place_dp | 0.460 | 3.41 | 119 |
| 4_1_cts | 0.482 | 4.36 | 118 |
| 5_1_grt | 0.483 | 4.59 | 21.3 |
| 6_report | 0.483 | 4.34 | 187 |
[placed cells by master, fill, tap and decap left out, types with 6 or more instances in the layout]
cell type	synthesis	layout
ha_1	12	10
a221oi_1	13	13
buf_4	0	6
mux2_4	6	6
dfrtp_1	9	9
clkdlybuf4s50_1	0	21
edfxtp_1	72	72
clkbuf_8	0	9
inv_1	6	6
a222oi_1	7	7
nor2_1	6	6
o21ai_1	6	6
[layout make-up]
cell class                      instances  area (sq um)
Fill cell                             644          4040
Sequential cell                        82          2410
Multi-Input combinational cell         92           771
Timing Repair Buffer                   27           255
Clock buffer                           12           135
Tap cell                              102           128
Clock inverter                          3          41.3
Inverter                                7          26.3
Power figures rest on the tool's default switching activity, not on a simulated workload.
